$ cat flow/constraint.sdc
current_design shift_add_multiplier

set clk_period 11.9
set clk_io_pct 0.2

create_clock -name clk0 -period $clk_period [get_ports {clk}]

set non_clock_inputs [all_inputs -no_clocks]
set_input_delay [expr $clk_period * $clk_io_pct] -clock clk0 $non_clock_inputs
set_output_delay [expr $clk_period * $clk_io_pct] -clock clk0 [all_outputs]
$ cat flow/config.mk
export PLATFORM = sky130hd
export DESIGN_NAME = shift_add_multiplier
export DESIGN_NICKNAME = shift_add_multiplier
export VERILOG_FILES = /design/flow/design.v
export SDC_FILE = /design/flow/constraint.sdc
export NUM_CORES = 4
export LEC_CHECK = 1
export CORE_UTILIZATION = 30
$ cat flow/run.sh
#!/bin/bash
# OpenROAD 26Q1-2900-gdf79404cd8, Yosys 0.63+post, stock flow scripts
make -C /OpenROAD-flow-scripts/flow DESIGN_CONFIG=/design/flow/config.mk WORK_HOME=/design/flow/orfs finish
$ cat flow/design.v
interface bmem_itf(
    input   bit         clk,
    input   bit         rst
);
    logic   [31:0]      addr;
    logic               read;
    logic               write;
    logic   [63:0]      rdata;
    logic   [63:0]      wdata;
    logic               resp;
    bit                 error = 1'b0;
    modport dut (
        input           clk,
        input           rst,
        output          addr,
        output          read,
        output          write,
        input           rdata,
        output          wdata,
        input           resp
    );
    modport mem (
        input           clk,
        input           rst,
        input           addr,
        input           read,
        input           write,
        output          rdata,
        input           wdata,
        output          resp,
        output          error
    );
    modport mon (
        input           clk,
        input           rst,
        input           addr,
        input           read,
        input           write,
        input           rdata,
        input           wdata,
        input           resp,
        output          error
    );
endinterface
package cache_types; 
typedef enum bit [2:0] {
    idle = 3'b000,
    compare = 3'b001,
    allocate = 3'b010,
    write_back = 3'b011,
    cache_wait = 3'b100
} cache_states;
typedef enum bit [1:0] {
    adapter_idle = 2'b00,
    read = 2'b01,
    write = 2'b10,
    response = 2'b11
} adapter_states;
typedef enum bit {
    arb_idle = 1'b0,
    arb_write = 1'b1
} arbiter_states;
endpackage
package rv32i_types;
    localparam  ROB_ID_SIZE = 8;
    localparam  EX_UNITS = 5;
    typedef enum logic [6:0] {
        op_b_lui   = 7'b0110111,  
        op_b_auipc = 7'b0010111,  
        op_b_jal   = 7'b1101111,  
        op_b_jalr  = 7'b1100111,  
        op_b_br    = 7'b1100011,  
        op_b_load  = 7'b0000011,  
        op_b_store = 7'b0100011,  
        op_b_imm   = 7'b0010011,  
        op_b_reg   = 7'b0110011,  
        op_b_csr   = 7'b1110011   
    } rv32i_op_b_t;
    typedef enum logic [1:0] {
        none        = 2'b00
        ,push       = 2'b01
        ,pop   = 2'b10
        ,push_pop        = 2'b11
    } action_t;
    typedef enum logic{
        not_taken   = 1'b0,
        taken       = 1'b1
    } branch_pred_struct;
    typedef struct packed{
        logic           valid;
        logic   [31:0]  pc;
    } fetch_reg_1_t;
    typedef struct packed{
        logic           monitor_valid;
        logic   [63:0]  monitor_order;
        logic   [31:0]  monitor_inst;
        logic   [4:0]   monitor_rs1_addr;
        logic   [4:0]   monitor_rs2_addr;
        logic   [31:0]  monitor_rs1_rdata;
        logic   [31:0]  monitor_rs2_rdata;
        logic           monitor_regf_we;
        logic   [4:0]   monitor_rd_addr;
        logic   [31:0]  monitor_rd_wdata;
        logic   [31:0]  monitor_pc_rdata;
        logic   [31:0]  monitor_pc_wdata;
        logic   [31:0]  monitor_mem_addr;
        logic   [3:0]   monitor_mem_rmask;
        logic   [3:0]   monitor_mem_wmask;
        logic   [31:0]  monitor_mem_rdata;
        logic   [31:0]  monitor_mem_wdata;
      } rvfi_data_t;
      typedef struct packed{
        logic                   ready;  
        logic                   valid;  
        logic                   branch_inst;
        logic                   jump_inst;
        logic    mem_inst;
        logic                   branch_resol;
        logic   [31:0]          branch_address;
        logic   [31:0]          pc;
        logic   [4:0]           rd_addr;
        logic   [31:0]          rd_data;
      }rob_entry_t;
      typedef struct packed{
        logic                   ready;
        logic   [ROB_ID_SIZE-1:0] rob_id;
        logic   [31:0]          rd_data;
      } ex_data_bus_t;
      typedef struct packed{
        logic                  ready;
        logic                  branch_inst;
        logic                  jump_inst;
        logic    mem_inst;
        logic                  branch_resol;
        logic   [31:0]         branch_address;
        logic   [31:0]         pc;
        logic   [4:0]          rd_addr;
        rvfi_data_t            rvfi_data;
      } decode_rob_bus_t;
      typedef struct packed{
        logic                    ready;
        logic   [ROB_ID_SIZE-1:0]  rob_id;
        logic   [31:0]           rd_data;
        logic   [4:0]            rd_addr;
      } rob_reg_data_bus_t;
    typedef enum bit [2:0] {
        add  = 3'b000,  
        sll  = 3'b001,
        slt  = 3'b010,
        sltu = 3'b011,
        axor = 3'b100,
        sr   = 3'b101,  
        aor  = 3'b110,
        aand = 3'b111
    } arith_funct3_t;
    typedef enum bit [2:0] {
        alu_add = 3'b000,
        alu_sll = 3'b001,
        alu_sra = 3'b010,
        alu_sub = 3'b011,
        alu_xor = 3'b100,
        alu_srl = 3'b101,
        alu_or  = 3'b110,
        alu_and = 3'b111
    } alu_ops;
    typedef enum bit [2:0] {
        lb  = 3'b000,
        lh  = 3'b001,
        lw  = 3'b010,
        lbu = 3'b100,
        lhu = 3'b101
    } load_funct3_t;
    typedef enum bit [2:0] {
        sb = 3'b000,
        sh = 3'b001,
        sw = 3'b010
    } store_funct3_t;
    typedef enum bit [2:0] {
        mul = 3'b000,
        mulh = 3'b001,
        mulhsu = 3'b010,
        mulhu = 3'b011
    } mult_ops;
      typedef enum bit [2:0] {
        beq  = 3'b000,
        bne  = 3'b001,
        blt  = 3'b100,
        bge  = 3'b101,
        bltu = 3'b110,
        bgeu = 3'b111
    } branch_funct3_t;
     typedef enum bit [1:0] {
        mem_idle  = 2'b00,
        mem_req  = 2'b01,
        mem_resp_wait = 2'b10
    } mem_controller_states;
    typedef struct packed{
        logic   [ROB_ID_SIZE-1:0]            rob_id;
        logic   [ROB_ID_SIZE-1:0]            rob_id2;
        logic   [ROB_ID_SIZE-1:0]            rob_id_dest;
        logic valid;
        logic   [6:0]    opcode;
        logic   [6:0]    funct7;
        logic   [2:0]    funct3;
        logic    alu_cmp;
        logic    [31:0] rs1_v;
        logic    [31:0] rs2_v;
        logic    [2:0]  aluop;
        logic    [2:0]  cmpop;
        logic    r1;
        logic    r2;
      } rs_d;
      typedef struct packed{
      logic   [31:0]                rd_data;
      logic                         ready;
      logic   [ROB_ID_SIZE-1:0]     rob_id;
      }reg_file_op;
      typedef struct packed{
        logic valid;
        logic   [6:0]    opcode;
        logic   [6:0]    funct7;
        logic    [31:0] u_imm;
        logic    [31:0] j_imm;
        logic    [31:0] i_imm;
        logic    [31:0] pc;
        logic    [2:0] funct3;
        reg_file_op  rs1;
        reg_file_op  rs2;
      } inst_decode;
      typedef struct packed{
        logic   [ROB_ID_SIZE-1:0]            rob_id;
        logic   [ROB_ID_SIZE-1:0]            rob_id2;
        logic   [ROB_ID_SIZE-1:0]            rob_id_dest;
        logic valid;
        logic   [2:0]    funct3;
        logic    [31:0] rs1_v;
        logic    [31:0] rs2_v;
        logic    r1;
        logic    r2;
        logic    l_s;
        logic    [31:0] ls_imm;
        logic    mem_inst;
        logic    [15:0]  age;
        logic    speculation_bit;
        logic    issued;
        logic    address_computed;
		logic    [31:0] dmem_addr;
    logic   ready_for_mem;
      } ls_q_entry;
      typedef struct packed{
        logic                   ready;
        logic                   valid;
        logic   [ROB_ID_SIZE-1:0] rob_id;
        logic   [31:0]          rd_data;
        logic   [31:0]          dmem_rdata;
        logic   [31:0]          dmem_wdata;
        logic   [31:0]          dmem_addr;
        logic   [3:0]          dmem_rmask;
        logic   [3:0]          dmem_wmask;
         logic   [31:0]          rs1_v;
        logic   [31:0]          rs2_v;
      } ls_rob_data_bus_t;
	  typedef struct packed{
        logic   [ROB_ID_SIZE-1:0] rob_id;
        logic   [31:0]          dmem_wdata;
        logic   [31:0]          dmem_addr;
        logic   [3:0]          dmem_rmask;
        logic   [3:0]          dmem_wmask;
		logic   [2:0]          funct3;
		logic					valid;
    logic         flush;
      }ls_mem_bus_t;
	    typedef struct packed{
        logic   [ROB_ID_SIZE-1:0] rob_id_dest;
        logic   [31:0]          dmem_wdata;
        logic   [31:0]          dmem_addr;
        logic   [3:0]          dmem_wmask;
		logic					valid;
		logic					store_flush;
		logic					in_flight;
		logic	[15:0]			age;
      }store_buffer_entry;
 typedef struct packed{
        logic   [ROB_ID_SIZE-1:0] rob_id_dest;
        logic   [31:0]          dmem_rdata;
        logic   [31:0]          rd_data;
		logic   [31:0]          rs1_v;
        logic   [3:0]          dmem_rmask;
        logic   [2:0]          funct3;
		logic					valid;
		logic	[15:0]			age;
		logic    [31:0] dmem_addr;
  logic      ready_for_mem;
      }load_res_station_entry;
       typedef struct packed{
        logic   [ROB_ID_SIZE-1:0] rob_id_dest;
        logic   [31:0]          dmem_wdata;
        logic   [31:0]          rd_data;
		logic   [31:0]          rs1_v;
   logic   [31:0]          rs2_v;
        logic   [3:0]          dmem_wmask;
        logic   [2:0]          funct3;
		logic					valid;
		logic	[15:0]			age;
		logic    [31:0] dmem_addr;
      }store_res_station_entry;
	   typedef struct packed{
        logic                   ready;
        logic   [ROB_ID_SIZE-1:0] rob_id;
        logic   [31:0]          rd_data;
        logic   [31:0]          dmem_rdata;
        logic                   store;
      } mem_rob_data_bus_t;
endpackage
interface banked_mem_itf(
    input   bit         clk,
    input   bit         rst
);
    logic   [31:0]      addr;
    logic               read;
    logic               write;
    logic   [63:0]      wdata;
    logic               ready;
    logic   [31:0]      raddr;
    logic   [63:0]      rdata;
    logic               rvalid;
    bit                 error = 1'b0;
    modport dut (
        input           clk,
        input           rst,
        output          addr,
        output          read,
        output          write,
        output          wdata,
        input           ready,
        input           raddr,
        input           rdata,
        input           rvalid
    );
    modport mem (
        input           clk,
        input           rst,
        input           addr,
        input           read,
        input           write,
        input           wdata,
        output          ready,
        output          rdata,
        output          raddr,
        output          rvalid,
        output          error
    );
    modport mon (
        input           clk,
        input           rst,
        input           addr,
        input           read,
        input           write,
        input           wdata,
        input           ready,
        input           rdata,
        input           raddr,
        input           rvalid,
        input           error
    );
endinterface
interface mem_itf(
    input   bit         clk,
    input   bit         rst
);
    logic   [31:0]      addr;
    logic   [3:0]       rmask;
    logic   [3:0]       wmask;
    logic   [31:0]      rdata;
    logic   [31:0]      wdata;
    logic               resp;
    bit                 error = 1'b0;
    modport dut (
        input           clk,
        input           rst,
        output          addr,
        output          rmask,
        output          wmask,
        input           rdata,
        output          wdata,
        input           resp
    );
    modport mem (
        input           clk,
        input           rst,
        input           addr,
        input           rmask,
        input           wmask,
        output          rdata,
        input           wdata,
        output          resp,
        output          error
    );
    modport mon (
        input           clk,
        input           rst,
        input           addr,
        input           rmask,
        input           wmask,
        input           rdata,
        input           wdata,
        input           resp,
        output          error
    );
endinterface
interface mon_itf(
    input   bit             clk,
    input   bit             rst
);
            logic           valid [8];
            logic   [63:0]  order [8];
            logic   [31:0]  inst [8];
            logic           halt [8];
            logic   [4:0]   rs1_addr [8];
            logic   [4:0]   rs2_addr [8];
            logic   [31:0]  rs1_rdata [8];
            logic   [31:0]  rs2_rdata [8];
            logic   [4:0]   rd_addr [8];
            logic   [31:0]  rd_wdata [8];
            logic   [31:0]  pc_rdata [8];
            logic   [31:0]  pc_wdata [8];
            logic   [31:0]  mem_addr [8];
            logic   [3:0]   mem_rmask [8];
            logic   [3:0]   mem_wmask [8];
            logic   [31:0]  mem_rdata [8];
            logic   [31:0]  mem_wdata [8];
            bit             error = 1'b0;
endinterface
module shift_add_multiplier
#(
    parameter int OPERAND_WIDTH = 32
)
(
    input logic clk,
    input logic rst,
    input logic start,
    input logic [1:0] mul_type,
    input logic[OPERAND_WIDTH-1:0] a,
    input logic[OPERAND_WIDTH-1:0] b,
    output logic[2*OPERAND_WIDTH-1:0] p,
    output logic done
);
    enum int unsigned {IDLE, ADD_SHIFT, DONE} curr_state, next_state;
    localparam int OP_WIDTH_LOG = $clog2(OPERAND_WIDTH);
    logic [OP_WIDTH_LOG-1:0] counter;
    logic [OPERAND_WIDTH-1:0] b_reg;
    logic [2*OPERAND_WIDTH-1:0] accumulator, a_reg;  
    logic neg_result;
    always_comb
    begin : state_transition
        next_state = curr_state;
        unique case (curr_state)
            IDLE:    next_state = start ? ADD_SHIFT : IDLE;
            ADD_SHIFT:   next_state = (counter == (OP_WIDTH_LOG)'(unsigned'(OPERAND_WIDTH-1))) ? DONE : ADD_SHIFT;
            DONE:    next_state = start ? DONE : IDLE;
            default: next_state = curr_state;
        endcase
    end : state_transition
    always_comb
    begin : state_outputs
        done = '0;
        p = '0;
        unique case (curr_state)
            DONE:
            begin
                done = 1'b1;
                unique case (mul_type)
                    2'b00: p = accumulator[2*OPERAND_WIDTH-1:0];
                    2'b01,
                    2'b10: p = neg_result ? (~accumulator[2*OPERAND_WIDTH-1-1:0])+1'b1 : accumulator;
                    default: ;
                endcase
            end
            default: ;
        endcase
    end : state_outputs
    always_ff @ (posedge clk)
    begin
        if (rst)
        begin
            curr_state <= IDLE;
            a_reg <= '0;
            b_reg <= '0;
            accumulator <= '0;
            counter <= '0;
            neg_result <= '0;
        end
        else
        begin
            curr_state <= next_state;
            unique case (curr_state)
                IDLE:
                begin
                    if (start)
                    begin
                        accumulator <= '0;
                        unique case (mul_type)
                            2'b00:
                            begin
                                neg_result <= '0;    
                                a_reg <= {{OPERAND_WIDTH{1'b0}}, a};
                                b_reg <= b;
                            end
                            2'b01:
                            begin
                                neg_result <= (a[OPERAND_WIDTH-1] ^ b[OPERAND_WIDTH-1]) && ((a != '0) && (b != '0));
                                a_reg <= (a[OPERAND_WIDTH-1]) ? {OPERAND_WIDTH*{1'b0}, (~a + 1'b1)} : a;
                                b_reg <= (b[OPERAND_WIDTH-1]) ? {(~b + 1'b1)} : b;
                            end
                            2'b10:
                            begin
                                neg_result <= a[OPERAND_WIDTH-1];
                                a_reg <= (a[OPERAND_WIDTH-1]) ? {OPERAND_WIDTH*{1'b0}, (~a + 1'b1)} : a;
                                b_reg <= b;
                            end
                            default:;
                        endcase
                    end
                end
                ADD_SHIFT: 
                begin
                    if (b_reg[0]) accumulator <= accumulator + a_reg;
                    a_reg <= a_reg<<1;
                    b_reg <= b_reg>>1;
                    counter <= counter + 1'b1;
                end
                DONE: counter <= '0;
                default: ;
            endcase
        end
    end
endmodule
==> run summary <==
The implementation run finished. The flow ran to the end, and the final reports show no timing, DRC or antenna violations. Internal power comes to 0.000970 W. Among the non-sequential cells, AND-OR/OR-AND gates take the most area. Count of input and output buffers landed at 133. STA classifies the critical path endpoint as an output port. The switching component of the power was reported as 0.000478 W. Cells with a size suffix above 1 make up 5.48% of the layout.

STA classifies the critical path startpoint as an input pin. The pin closest to its max-slew limit shows a slew of 0.849 ns. Yosys attributes the largest share of cell area to sky130_fd_sc_hd__dfxtp_1 24%, sky130_fd_sc_hd__a21oi_1 9.6%, sky130_fd_sc_hd__nand2_1 9.2%, sky130_fd_sc_hd__ha_1 6.5%, sky130_fd_sc_hd__o21ai_0 5.3%. The clock network burns 38.2% of the power. Count of pins over their slew limit landed at 0. Ratio of routed vias to standard cells landed at 5.39.

Compared with the post-synthesis result, the final layout area differs by 17.0%. Power density over the cells landed at 89.4 nW/um2. The layout has 4726 filler cells.

Delay of the slowest cell on the worst path landed at 0.54 ns. The final hold violation count recorded for this run is 0. Setup skew after layout landed at 0.0173 ns.

Pin placement for this block handled 134 I/O pins. Count of flip-flops with a built-in enable after synthesis landed at 0. Area share of xor/xnor cells in the synthesized design landed at 7.46%. Buffer and inverter count on the worst path landed at 5. Note that the worst hold path type here is reg -> reg. The report lists the cells along the critical path as clkdlybuf4s50_1 > inv_1 > ha_2 > inv_1 > buf_4 > nor2_1 > o21ai_0 > o21ai_0 > nor2b_1 > clkdlybuf4s50_1.

The final critical path takes up 62.7% of the cycle. Number of clock buffers inserted by TritonCTS landed at 17. Summing the areas of all and, or, nand and nor instances in the mapped netlist gives 27.1% of the synthesized area.

Register clock-pin slew on the reported worst setup and hold paths landed at 0.07 ns. Per the synthesis report, the single largest cell type by area occupies 24.4% of cell area. Post-synthesis adder-cell area fraction landed at 6.65%. Setup violations remaining at the end of the flow were counted as 0.

Per the OpenROAD timing report, the critical path contains 10 cells. Die boundary height landed at 217 um. OpenSTA lists the critical path startpoint as mul_type[0]. Multiplexer fraction of the synthesized cell area landed at 0.524%. Peak supply drop landed at 0.0000957 V. Synthesized area landed at 13800 um2. Count of antenna-violating nets left after detailed routing landed at 0. Instance tally after logic synthesis landed at 2008. Per the hold report, the tightest min-delay path originates at b_reg[2]$_SDFFE_PP0P_. TritonCTS built the clock tree. The layout report lists the multi-input gate area as 9870 um2. Number of buffers inserted by hold repair at cts landed at 0. The synthesized design contains 169 register bits.

No sink is reached through more buffers than the 2 on the longest clock path. The die is 217 um wide. Global-route congestion overflow total landed at 0. The flow reports that sequential cells draw 41.6% of the design power. Yosys stat counts 2008 cells in the synthesized netlist. Number of global-route vias before repair landed at 12800. The first detailed-routing pass took 5 iterations. For this run, the total global-route usage over all layers was measured as 19.1%. The top cell type in the final layout, fill and taps aside, is sky130_fd_sc_hd__nand2_1. The first global-routing pass estimated 71600 um of wire. Number of rows in the core area landed at 78.

The worst setup path is of the in -> out kind. Count of placed standard cells including taps landed at 2631. Static timing analysis puts the maximum clock frequency at 134 MHz. For this design, the slowest cell found on the critical path is sky130_fd_sc_hd__clkdlybuf4s50_1. The worst register-to-register path begins at a_reg[0]$_SDFFE_PP0P_. Number of DRC markers in iteration 0 landed at 1181.

The finished layout holds 2665 standard cells, fillers aside. Looking at the cell usage after synthesis, the top flip-flop cell is sky130_fd_sc_hd__dfxtp_1. Measured in cells, the most critical reg-to-reg path has a length of 13. After clock tree synthesis, the setup repair step added 0 buffers. For the finished layout, the period the worst path requires is 7.46 ns. Critical path data arrival time landed at 5.08 ns. The later pin in the worst-skew pair is clocked with a latency of 0.49 ns. Looking at the clock tree report, the root buffer type is sky130_fd_sc_hd__clkbuf_16. Largest net degree at the start of global routing landed at 76. The library cells used most frequently in the layout, excluding fill and tap cells, are 341 x sky130_fd_sc_hd__nand2_1, 266 x sky130_fd_sc_hd__a21oi_1, 169 x sky130_fd_sc_hd__nor2_1.

sky130_fd_sc_hd__dfxtp_1 takes more of the synthesized area than any other cell. On the critical path the largest part of the delay comes from buffers and inverters. Per the layout area report, the register area comes to 3390 um2. The worst-case max-slew headroom was logged as 42.6%. Final estimated routing congestion in global placement landed at 0.959. Count of cells resized by post-cts repair landed at 0. Wires add up to 44500 um. Setup repair after global routing left no endpoint under its margin. The routed layout has 14400 vias. Dividing the detail-routed wire length by the instance count gives 16.7 um. Core region area landed at 45500 um2. The share of the core area taken by cells at floorplan is 30.4%.

After synthesis, the chip area reported by Yosys is 13800 um2. Average size of a mapped cell landed at 6.90 um2. After floorplanning, the die was sized to cover 47000 um2. Critical path required time landed at 9.52 ns. Number of sinks driven by the clock tree landed at 169. The initial antenna violation count came to 9. H-tree depth reported by CTS landed at 4. Number of warnings the tools reported landed at 28.

For this run the detailed placement stage logged an HPWL of 34000 um. The power report attributes to the combinational group a share of 20.2%. TritonRoute reported its final design rule violation total as 0. Switching fraction of total power landed at 33.0%. Post-synthesis cell type count landed at 80. Summed negative setup slack over all endpoints landed at 0 ns. Post-synthesis async set-or-reset flop share landed at 0%.

The warning tally printed by Yosys for this design is 1. Worst hold path cell count landed at 2. The report shows a maximum critical-path fanout of 53. Sequential cells were found to cover 24.4% of the synthesized design area. The synthesized netlist devotes 29.3% of its cell area to compound gates. Max capacitance violation total landed at 0. For this design the static power due to leakage is 6.13 nW.
layout make-up:
type	instances	area share [%]
Clock buffer	17	2.63
Antenna cell	2	0.0309
Timing Repair Buffer	154	9.18
Tap cell	600	4.63
Sequential cell	169	20.9
Clock inverter	15	0.904
Inverter	33	0.765
Multi-Input combinational cell	1675	60.9
per-stage QoR:
step / util, % / power (W) / hold slack [ns] / cell area (um2) / setup slack (ns)
2_1_floorplan: - / 0.000812 / 0.429 / 13800 / 5.68
3_3_place_gp: 34.4 / 0.000901 / 0.436 / 15600 / 4.41
3_5_place_dp: 34.4 / 0.000904 / 0.443 / 15600 / 4.41
4_1_cts: 35.6 / 0.00146 / 0.452 / 16200 / 4.41
5_1_grt: 35.6 / 0.00152 / 0.470 / 16200 / 4.22
6_report: 35.6 / 0.00145 / 0.451 / 16200 / 4.44
power groups by stage:
| stage | Clock (W) | Sequential [W] | Combinational [W] |
|---|---|---|---|
| 5_1_grt | 0.000586 | 0.000605 | 0.000326 |
| 4_1_cts | 0.000567 | 0.000602 | 0.000290 |
| 6_report | 0.000553 | 0.000603 | 0.000292 |
tightest hold or removal path: stages, from the launching register on:
cell and delay (ns):
sky130_fd_sc_hd__dfxtp_1 0.31, sky130_fd_sc_hd__nand2_1 0.05, sky130_fd_sc_hd__a21oi_1 0.05
kinds of logic after synthesis:
family,Yosys count
simple gates,812
compound gates,665
flops,169
buf+inv,164
xor+xnor,118
fa+ha+maj,73
mux,7
per-layer routing:
| metal | vias to the layer above | wire [um] | track usage [%] |
|---|---|---|---|
| met2 | 457 | 17500 | 26.1 |
| met5 | - | 67 | 0 |
| li1 | 7316 | - | - |
| met3 | 42 | 3660 | 4.60 |
| met4 | 10 | 548 | 2.07 |
| met1 | 6527 | 22800 | 31.2 |
synthesized netlist by cell type (all sizes together) (13+ instances only):
master and n:
and3 14, nor2b 17, dfxtp 169, clkbuf 118, xnor2 72, a21oi 273
ha 72, inv 32, nand3 57, buf 13, o21bai 22, nor2 174
o31ai 16, or4 18, a22oi 32, nand4 26, or3 26, nor4 18
o211ai 19, xor2 46, o21ai 153, nor3 75, a21o 46, nand2 341
worst paths after layout:
kind,to,slack (ns)
max reg2reg,accumulator[62]$_SDFFE_PP0P_,7.82
min reg2reg,b_reg[2]$_SDFFE_PP0P_,0.45
min,b_reg[2]$_SDFFE_PP0P_,0.45
max,p[34],4.44
Power is estimated from default activity; no workload was simulated.
