--- design/flow/config.mk ---
export PLATFORM = sky130hd
export DESIGN_NAME = instruction_q
export DESIGN_NICKNAME = instruction_q
export VERILOG_FILES = /design/flow/design.v
export SDC_FILE = /design/flow/constraint.sdc
export NUM_CORES = 4
export LEC_CHECK = 1
export CORE_UTILIZATION = 40
--- design/flow/constraint.sdc ---
current_design instruction_q

set clk_period 18.7
set clk_io_pct 0.2

create_clock -name clk0 -period $clk_period [get_ports {clk}]

set non_clock_inputs [all_inputs -no_clocks]
set_input_delay [expr $clk_period * $clk_io_pct] -clock clk0 $non_clock_inputs
set_output_delay [expr $clk_period * $clk_io_pct] -clock clk0 [all_outputs]
--- design/flow/design.v ---
interface bmem_itf(
    input   bit         clk,
    input   bit         rst
);
    logic   [31:0]      addr;
    logic               read;
    logic               write;
    logic   [63:0]      rdata;
    logic   [63:0]      wdata;
    logic               resp;
    bit                 error = 1'b0;
    modport dut (
        input           clk,
        input           rst,
        output          addr,
        output          read,
        output          write,
        input           rdata,
        output          wdata,
        input           resp
    );
    modport mem (
        input           clk,
        input           rst,
        input           addr,
        input           read,
        input           write,
        output          rdata,
        input           wdata,
        output          resp,
        output          error
    );
    modport mon (
        input           clk,
        input           rst,
        input           addr,
        input           read,
        input           write,
        input           rdata,
        input           wdata,
        input           resp,
        output          error
    );
endinterface
package cache_types; 
typedef enum bit [2:0] {
    idle = 3'b000,
    compare = 3'b001,
    allocate = 3'b010,
    write_back = 3'b011,
    cache_wait = 3'b100
} cache_states;
typedef enum bit [1:0] {
    adapter_idle = 2'b00,
    read = 2'b01,
    write = 2'b10,
    response = 2'b11
} adapter_states;
typedef enum bit {
    arb_idle = 1'b0,
    arb_write = 1'b1
} arbiter_states;
endpackage
package rv32i_types;
    localparam  ROB_ID_SIZE = 8;
    localparam  EX_UNITS = 5;
    typedef enum logic [6:0] {
        op_b_lui   = 7'b0110111,  
        op_b_auipc = 7'b0010111,  
        op_b_jal   = 7'b1101111,  
        op_b_jalr  = 7'b1100111,  
        op_b_br    = 7'b1100011,  
        op_b_load  = 7'b0000011,  
        op_b_store = 7'b0100011,  
        op_b_imm   = 7'b0010011,  
        op_b_reg   = 7'b0110011,  
        op_b_csr   = 7'b1110011   
    } rv32i_op_b_t;
    typedef enum logic [1:0] {
        none        = 2'b00
        ,push       = 2'b01
        ,pop   = 2'b10
        ,push_pop        = 2'b11
    } action_t;
    typedef enum logic{
        not_taken   = 1'b0,
        taken       = 1'b1
    } branch_pred_struct;
    typedef struct packed{
        logic           valid;
        logic   [31:0]  pc;
    } fetch_reg_1_t;
    typedef struct packed{
        logic           monitor_valid;
        logic   [63:0]  monitor_order;
        logic   [31:0]  monitor_inst;
        logic   [4:0]   monitor_rs1_addr;
        logic   [4:0]   monitor_rs2_addr;
        logic   [31:0]  monitor_rs1_rdata;
        logic   [31:0]  monitor_rs2_rdata;
        logic           monitor_regf_we;
        logic   [4:0]   monitor_rd_addr;
        logic   [31:0]  monitor_rd_wdata;
        logic   [31:0]  monitor_pc_rdata;
        logic   [31:0]  monitor_pc_wdata;
        logic   [31:0]  monitor_mem_addr;
        logic   [3:0]   monitor_mem_rmask;
        logic   [3:0]   monitor_mem_wmask;
        logic   [31:0]  monitor_mem_rdata;
        logic   [31:0]  monitor_mem_wdata;
      } rvfi_data_t;
      typedef struct packed{
        logic                   ready;  
        logic                   valid;  
        logic                   branch_inst;
        logic                   jump_inst;
        logic    mem_inst;
        logic                   branch_resol;
        logic   [31:0]          branch_address;
        logic   [31:0]          pc;
        logic   [4:0]           rd_addr;
        logic   [31:0]          rd_data;
      }rob_entry_t;
      typedef struct packed{
        logic                   ready;
        logic   [ROB_ID_SIZE-1:0] rob_id;
        logic   [31:0]          rd_data;
      } ex_data_bus_t;
      typedef struct packed{
        logic                  ready;
        logic                  branch_inst;
        logic                  jump_inst;
        logic    mem_inst;
        logic                  branch_resol;
        logic   [31:0]         branch_address;
        logic   [31:0]         pc;
        logic   [4:0]          rd_addr;
        rvfi_data_t            rvfi_data;
      } decode_rob_bus_t;
      typedef struct packed{
        logic                    ready;
        logic   [ROB_ID_SIZE-1:0]  rob_id;
        logic   [31:0]           rd_data;
        logic   [4:0]            rd_addr;
      } rob_reg_data_bus_t;
    typedef enum bit [2:0] {
        add  = 3'b000,  
        sll  = 3'b001,
        slt  = 3'b010,
        sltu = 3'b011,
        axor = 3'b100,
        sr   = 3'b101,  
        aor  = 3'b110,
        aand = 3'b111
    } arith_funct3_t;
    typedef enum bit [2:0] {
        alu_add = 3'b000,
        alu_sll = 3'b001,
        alu_sra = 3'b010,
        alu_sub = 3'b011,
        alu_xor = 3'b100,
        alu_srl = 3'b101,
        alu_or  = 3'b110,
        alu_and = 3'b111
    } alu_ops;
    typedef enum bit [2:0] {
        lb  = 3'b000,
        lh  = 3'b001,
        lw  = 3'b010,
        lbu = 3'b100,
        lhu = 3'b101
    } load_funct3_t;
    typedef enum bit [2:0] {
        sb = 3'b000,
        sh = 3'b001,
        sw = 3'b010
    } store_funct3_t;
    typedef enum bit [2:0] {
        mul = 3'b000,
        mulh = 3'b001,
        mulhsu = 3'b010,
        mulhu = 3'b011
    } mult_ops;
      typedef enum bit [2:0] {
        beq  = 3'b000,
        bne  = 3'b001,
        blt  = 3'b100,
        bge  = 3'b101,
        bltu = 3'b110,
        bgeu = 3'b111
    } branch_funct3_t;
     typedef enum bit [1:0] {
        mem_idle  = 2'b00,
        mem_req  = 2'b01,
        mem_resp_wait = 2'b10
    } mem_controller_states;
    typedef struct packed{
        logic   [ROB_ID_SIZE-1:0]            rob_id;
        logic   [ROB_ID_SIZE-1:0]            rob_id2;
        logic   [ROB_ID_SIZE-1:0]            rob_id_dest;
        logic valid;
        logic   [6:0]    opcode;
        logic   [6:0]    funct7;
        logic   [2:0]    funct3;
        logic    alu_cmp;
        logic    [31:0] rs1_v;
        logic    [31:0] rs2_v;
        logic    [2:0]  aluop;
        logic    [2:0]  cmpop;
        logic    r1;
        logic    r2;
      } rs_d;
      typedef struct packed{
      logic   [31:0]                rd_data;
      logic                         ready;
      logic   [ROB_ID_SIZE-1:0]     rob_id;
      }reg_file_op;
      typedef struct packed{
        logic valid;
        logic   [6:0]    opcode;
        logic   [6:0]    funct7;
        logic    [31:0] u_imm;
        logic    [31:0] j_imm;
        logic    [31:0] i_imm;
        logic    [31:0] pc;
        logic    [2:0] funct3;
        reg_file_op  rs1;
        reg_file_op  rs2;
      } inst_decode;
      typedef struct packed{
        logic   [ROB_ID_SIZE-1:0]            rob_id;
        logic   [ROB_ID_SIZE-1:0]            rob_id2;
        logic   [ROB_ID_SIZE-1:0]            rob_id_dest;
        logic valid;
        logic   [2:0]    funct3;
        logic    [31:0] rs1_v;
        logic    [31:0] rs2_v;
        logic    r1;
        logic    r2;
        logic    l_s;
        logic    [31:0] ls_imm;
        logic    mem_inst;
        logic    [15:0]  age;
        logic    speculation_bit;
        logic    issued;
        logic    address_computed;
		logic    [31:0] dmem_addr;
    logic   ready_for_mem;
      } ls_q_entry;
      typedef struct packed{
        logic                   ready;
        logic                   valid;
        logic   [ROB_ID_SIZE-1:0] rob_id;
        logic   [31:0]          rd_data;
        logic   [31:0]          dmem_rdata;
        logic   [31:0]          dmem_wdata;
        logic   [31:0]          dmem_addr;
        logic   [3:0]          dmem_rmask;
        logic   [3:0]          dmem_wmask;
         logic   [31:0]          rs1_v;
        logic   [31:0]          rs2_v;
      } ls_rob_data_bus_t;
	  typedef struct packed{
        logic   [ROB_ID_SIZE-1:0] rob_id;
        logic   [31:0]          dmem_wdata;
        logic   [31:0]          dmem_addr;
        logic   [3:0]          dmem_rmask;
        logic   [3:0]          dmem_wmask;
		logic   [2:0]          funct3;
		logic					valid;
    logic         flush;
      }ls_mem_bus_t;
	    typedef struct packed{
        logic   [ROB_ID_SIZE-1:0] rob_id_dest;
        logic   [31:0]          dmem_wdata;
        logic   [31:0]          dmem_addr;
        logic   [3:0]          dmem_wmask;
		logic					valid;
		logic					store_flush;
		logic					in_flight;
		logic	[15:0]			age;
      }store_buffer_entry;
 typedef struct packed{
        logic   [ROB_ID_SIZE-1:0] rob_id_dest;
        logic   [31:0]          dmem_rdata;
        logic   [31:0]          rd_data;
		logic   [31:0]          rs1_v;
        logic   [3:0]          dmem_rmask;
        logic   [2:0]          funct3;
		logic					valid;
		logic	[15:0]			age;
		logic    [31:0] dmem_addr;
  logic      ready_for_mem;
      }load_res_station_entry;
       typedef struct packed{
        logic   [ROB_ID_SIZE-1:0] rob_id_dest;
        logic   [31:0]          dmem_wdata;
        logic   [31:0]          rd_data;
		logic   [31:0]          rs1_v;
   logic   [31:0]          rs2_v;
        logic   [3:0]          dmem_wmask;
        logic   [2:0]          funct3;
		logic					valid;
		logic	[15:0]			age;
		logic    [31:0] dmem_addr;
      }store_res_station_entry;
	   typedef struct packed{
        logic                   ready;
        logic   [ROB_ID_SIZE-1:0] rob_id;
        logic   [31:0]          rd_data;
        logic   [31:0]          dmem_rdata;
        logic                   store;
      } mem_rob_data_bus_t;
endpackage
interface banked_mem_itf(
    input   bit         clk,
    input   bit         rst
);
    logic   [31:0]      addr;
    logic               read;
    logic               write;
    logic   [63:0]      wdata;
    logic               ready;
    logic   [31:0]      raddr;
    logic   [63:0]      rdata;
    logic               rvalid;
    bit                 error = 1'b0;
    modport dut (
        input           clk,
        input           rst,
        output          addr,
        output          read,
        output          write,
        output          wdata,
        input           ready,
        input           raddr,
        input           rdata,
        input           rvalid
    );
    modport mem (
        input           clk,
        input           rst,
        input           addr,
        input           read,
        input           write,
        input           wdata,
        output          ready,
        output          rdata,
        output          raddr,
        output          rvalid,
        output          error
    );
    modport mon (
        input           clk,
        input           rst,
        input           addr,
        input           read,
        input           write,
        input           wdata,
        input           ready,
        input           rdata,
        input           raddr,
        input           rvalid,
        input           error
    );
endinterface
interface mem_itf(
    input   bit         clk,
    input   bit         rst
);
    logic   [31:0]      addr;
    logic   [3:0]       rmask;
    logic   [3:0]       wmask;
    logic   [31:0]      rdata;
    logic   [31:0]      wdata;
    logic               resp;
    bit                 error = 1'b0;
    modport dut (
        input           clk,
        input           rst,
        output          addr,
        output          rmask,
        output          wmask,
        input           rdata,
        output          wdata,
        input           resp
    );
    modport mem (
        input           clk,
        input           rst,
        input           addr,
        input           rmask,
        input           wmask,
        output          rdata,
        input           wdata,
        output          resp,
        output          error
    );
    modport mon (
        input           clk,
        input           rst,
        input           addr,
        input           rmask,
        input           wmask,
        input           rdata,
        input           wdata,
        input           resp,
        output          error
    );
endinterface
interface mon_itf(
    input   bit             clk,
    input   bit             rst
);
            logic           valid [8];
            logic   [63:0]  order [8];
            logic   [31:0]  inst [8];
            logic           halt [8];
            logic   [4:0]   rs1_addr [8];
            logic   [4:0]   rs2_addr [8];
            logic   [31:0]  rs1_rdata [8];
            logic   [31:0]  rs2_rdata [8];
            logic   [4:0]   rd_addr [8];
            logic   [31:0]  rd_wdata [8];
            logic   [31:0]  pc_rdata [8];
            logic   [31:0]  pc_wdata [8];
            logic   [31:0]  mem_addr [8];
            logic   [3:0]   mem_rmask [8];
            logic   [3:0]   mem_wmask [8];
            logic   [31:0]  mem_rdata [8];
            logic   [31:0]  mem_wdata [8];
            bit             error = 1'b0;
endinterface
module instruction_q #(parameter width = 66, parameter depth = 4)
(
    input logic clk,
    input logic rst,
    input logic branch_mispredict,
    input logic [width-1:0] inst_in,
    input logic [1:0] action,
    output logic [width-1:0] inst_out,
    output logic empty,
    output logic full
);
logic [depth-1:0][width-1:0] instruction_arr;
int front, rear;
assign full = (front == ((rear+1) % depth));
assign empty = (front == -1);
always_ff @(posedge clk) begin
    inst_out[63:0] <= 'x;
    inst_out[64] <= 1'b0;
    inst_out[65] <= 1'b0;
    if(rst || branch_mispredict) begin
        front <= -1;
        rear <= -1;
        for(int i=0; i< depth; i++) begin
            instruction_arr[i] <= 'x;
        end
    end
    else begin
        if(action == 2'b00) begin
            front <= front;
            rear <= rear;
        end
        else if(action == 2'b01) begin
            rear <= (rear + 1) % depth;
            if(front == -1) front <= 0;
            else front <= front;
            for(int i=0; i< depth; i++) begin
                if(i == ((rear + 1) % depth) )
                begin
                    instruction_arr[(rear + 1) % depth] <= inst_in;
                end
                else begin
                end
            end
        end
        else if(action == 2'b10)begin
            inst_out <= instruction_arr[front];
            if(front == rear) begin
                front <= -1;
                rear <= -1;
            end
            else front <= (front + 1) % depth;
        end
        else if(action == 2'b11) begin
            front <= (front + 1) % depth;
            rear <= (rear + 1) % depth;
            inst_out <= instruction_arr[front];
            for(int i=0; i< depth; i++) begin
                if(i == ((rear + 1) % depth) )
                begin
                    instruction_arr[(rear + 1) % depth] <= inst_in;
                end
                else begin
                end
            end
        end
        end  
    end
endmodule : instruction_q
--- design/flow/run.sh ---
#!/bin/bash
# OpenROAD 26Q1-2900-gdf79404cd8, Yosys 0.63+post, stock flow scripts
make -C /OpenROAD-flow-scripts/flow DESIGN_CONFIG=/design/flow/config.mk WORK_HOME=/design/flow/orfs finish
==> ds_physical_params.txt <==
Physical design parameters

Parameter                              Value

Worst setup path
  CP Class    reg2out
  Start of the worst register-to-register path    rear[0]
  Slowest cell on the critical path    sky130_fd_sc_hd__dfxtp_4
  Setup crit end kind    primary output
  Register-to-Register Path Depth    19
  Capture point of the worst reg-to-reg path    instruction_arr[161]
  Critical path launch point type    flip-flop
  Worst-path fanout max    48
  Largest stage delay on the critical path    690 ps
  Worst setup slack for register-to-register paths    13210 ps
  Most common cell on crit path    sky130_fd_sc_hd__inv_1
  Data arrival, critical path    ~3100 ps
  Ordered list of cells on the worst path    ha_1 -> buf_4 -> inv_1 -> nand2_1 -> inv_1 -> xnor2_1 -> and3_1 -> clkdlybuf4s50_1
  Data required, critical path    roughly 15000 ps

Final timing
  Slew at the pin closest to its max-slew limit    1050 ps
  Period utilization    0.367
  Smallest hold slack    622 ps
  Max-slew headroom at the worst pin    0.298
  Endpoints failing setup    0
  Final worst setup slack    11830 ps
  Setup_tns    0 ps
  Maximum clock frequency    0.146 GHz
  Unrepaired setup endpoints after global routing    false
  Final worst clock skew    ~23 ps
  Total count of max-transition violations in the final report    0
  Min Clock Period, post-route    6870 ps
  Endpoints failing hold    0

Clock network
  CTS tree    built
  Clk pin slew, worst setup/hold paths    approximately 60 ps
  Number of sinks handled by clock tree synthesis    336
  Clock root buffer    sky130_fd_sc_hd__clkbuf_16
  H-tree level count    2
  Total of cells resized after clock tree synthesis    0
  Maximum clock insertion buffer count    3
  Late-Pin Clk Latency    610 ps
  Num CTS Buffers    40
  Count of hold-fix buffers inserted at cts    0
  Number of post-CTS setup repair buffers    0

GRT
  Vias in the first global route    28.5k
  Total grt overflow    0
  Global-route wire length before repair    222000 um
  Initial antenna violation count    9
  Pin count of the biggest net entering global routing    117
  Overall track demand over capacity in global routing    0.442

Synthesis
  Proportion of synthesized chip area in sequential cells    0.317
  Number of synthesis warnings    1
  YS chip area    between 20000 and 30000 sq um
  Post-synthesis cell count from yosys    approximately 3.2k
  Post-synthesis area per instance    9.37 sq um
  Synthesized instance count    ~3.2k
  Async set-or-reset flop fraction in the synthesized netlist    0
  Post-synth tally of flip-flops with integrated enable    264
  Cell area after synthesis    29500 sq um
  Count of unique library cells instantiated by Yosys    around 99
  Post-synth regs    336
  Most common reg cell    sky130_fd_sc_hd__edfxtp_1

Power
  Total power after layout    0.00347 W
  Maximum resistive drop on vdd    about 0.07 mV
  Total power density per cell area    106 nW/um^2
  Reported leakage power    12.9 nW

Cells and area
  Share of final-layout standard cells stronger than drive strength 1    0.137
  Storage cell area    9380 sq um
  Post-layout instance count excluding filler cells    4112
  Most instantiated logic cell after routing    sky130_fd_sc_hd__nand2_1
  Synth-to-Final Area Change    10.9%
  Gate Area    18600 sq um
  Highest-count cells in the layout ignoring fill and taps    sky130_fd_sc_hd__nand2_1 (362), sky130_fd_sc_hd__mux2i_1 (359), sky130_fd_sc_hd__edfxtp_1 (264)
  Fill cell count    approximately 7k

Floorplan
  Placeable core area    73000 sq um
  Boundary Pins    about 140
  Horizontal die size    274 um
  Height of the die    approximately 270 um
  Rows    99
  Effective utilization at floorplan    0.405
  Total die size    approximately 75000 sq um

Worst hold path
  Worst hold path stage count    1
  Worst hold path class    reg2reg
  Hold path start    instruction_arr[227]
  Destination of the worst hold path    instruction_arr[227]

Placement
  Final weighted congestion in routability-driven placement    1.06
  Place WS    11800 ps
  Port bufs    138
  Number of cells after detailed placement    4035
  Half-perimeter wire length after detailed placement    between 100000 and 150000 um

Routing
  Number of iterations in the first detailed-routing pass    7
  Average via count per standard cell    7.16
  Average routed wire per standard cell    around 39 um
  Total Wirelength    160000 um
  Antenna-violating nets left    0
  DRC    0
  First DRT Iteration DRCs    between 3k and 4k
  Number of vias in the routed layout    ~30k

Run
  Warning total across the stage logs    roughly 45
  Number of max-cap violations    0

Status
  Outcome    complete, no violations
## kinds of logic (layout without fill, tap and decap cells)
kind of cell	after synthesis	count (layout)	share of synthesized area
AOI/OAI and AO/OA	1077	1077	0.257
and+or+nand+nor	806	806	0.121
muxes	571	571	0.237
DFF	336	336	0.317
buffers and inverters	335	331	0.0559
adders and majority gates	20	20	0.00898
xor gates and xnor gates	9	9	0.00267
other	0	3	0
## worst max-delay path by stage
| stage | depth (start not counted) | slack [ps] | startpoint | to |
|---|---|---|---|---|
| 4_1_cts | 8 | 11820 | rear[0] | full |
| 5_1_grt | 8 | 11620 | rear[0] | full |
| 6_report | 8 | 11830 | rear[0] | full |
## report_power, final
group	leakage [nW]	total, W	switching [W]	internal [W]
clock network	0.641	0.000809	0.000349	0.000459
logic	8.84	0.00133	0.000839	0.000494
registers	3.41	0.00132	0.000338	0.000986
total	12.9	0.00347	0.00153	0.00194
## layout make-up
| type | instances | area share |
|---|---|---|
| repair buffers | 232 | 0.0652 |
| inverters | 25 | 0.00294 |
| flip-flops and latches | 336 | 0.286 |
| well taps | 959 | 0.0366 |
| diodes | 3 | 0.000229 |
| clock inverters | 19 | 0.00729 |
| clock buffers | 55 | 0.0335 |
| multi-input cells | 2483 | 0.568 |
## metrics by stage
stage	util	instance area (sq um)
after floorplan	-	29500
after global placement	0.431	31400
after detailed placement	0.431	31400
after CTS	0.449	32800
after global routing	0.449	32800
final	0.449	32800
## state kept, by name, indices dropped and copies added (netlist names)
name,flops
instruction_arr,264
inst_out,66
front,3
rear,3
## synthesized netlist by cell type (26+ instances only)
cell / n / area, sq um
sky130_fd_sc_hd__buf_2: 101 / 505
sky130_fd_sc_hd__nor2_1: 202 / 758
sky130_fd_sc_hd__o211ai_1: 30 / 225
sky130_fd_sc_hd__nand2_1: 364 / 1370
sky130_fd_sc_hd__o2bb2ai_1: 47 / 412
sky130_fd_sc_hd__edfxtp_1: 264 / 7930
sky130_fd_sc_hd__o22ai_1: 124 / 776
sky130_fd_sc_hd__a22oi_1: 50 / 375
sky130_fd_sc_hd__o21ai_0: 196 / 981
sky130_fd_sc_hd__a221oi_1: 26 / 228
sky130_fd_sc_hd__o221ai_1: 30 / 263
sky130_fd_sc_hd__mux4_2: 91 / 2050
sky130_fd_sc_hd__a22o_1: 176 / 1540
sky130_fd_sc_hd__clkbuf_1: 137 / 514
sky130_fd_sc_hd__buf_4: 44 / 330
sky130_fd_sc_hd__mux2_2: 121 / 1360
sky130_fd_sc_hd__a21oi_1: 182 / 911
sky130_fd_sc_hd__dfxtp_1: 72 / 1440
sky130_fd_sc_hd__nor3_1: 44 / 220
sky130_fd_sc_hd__nand3_1: 57 / 285
sky130_fd_sc_hd__mux2i_1: 359 / 3590
## metal layers
layer,track usage,vias up,routed length (um)
met1,0.590,14372,60500
met2,0.592,2364,64400
met4,0.153,20,7150
met5,0.0603,-,692
li1,-,12313,-
met3,0.272,372,26900
## critical path: cells and delay by family, from the launching register on
| family | cells | cell delay [ps] |
|---|---|---|
| xor gates and xnor gates | 1 | 140 |
| DFF | 1 | 690 |
| buffers and inverters | 4 | 1060 |
| adders and majority gates | 1 | 230 |
| and+or+nand+nor | 2 | 390 |
Power and IR drop assume default switching activity.
